[config.mk]
export PLATFORM = sky130hd
export DESIGN_NAME = async_fifo
export DESIGN_NICKNAME = async_fifo
export VERILOG_FILES = /design/flow/design.v
export SDC_FILE = /design/flow/constraint.sdc
export NUM_CORES = 4
export LEC_CHECK = 1
export CORE_UTILIZATION = 40
[constraint.sdc]
current_design async_fifo

set clk_period 7.4
set clk_io_pct 0.2

create_clock -name clk0 -period $clk_period [get_ports {rd_clk}]
create_clock -name clk1 -period $clk_period [get_ports {wr_clk}]

set non_clock_inputs [all_inputs -no_clocks]
set_input_delay [expr $clk_period * $clk_io_pct] -clock clk0 $non_clock_inputs
set_output_delay [expr $clk_period * $clk_io_pct] -clock clk0 [all_outputs]
[design.v]
module async_fifo#(
  parameter DATA_WIDTH = 32,    
  parameter FIFO_DEPTH = 16)    
(
  input  logic wr_clk, rd_clk,  
  input  logic reset,  
  input  logic wr_en,  
  input  logic rd_en,  
  input  logic [DATA_WIDTH-1:0] data_in,   
  output logic [DATA_WIDTH-1:0] data_out,  
  output logic fifo_full,  
  output logic fifo_empty,  
  output logic fifo_almost_full,  
  output logic fifo_almost_empty  
);
 localparam ADDR_WIDTH = $clog2(FIFO_DEPTH);
 logic [ADDR_WIDTH:0] wr_ptr, wr_ptr_gray, wr_ptr_gray2, wr_ptr_binary2;
 logic [ADDR_WIDTH:0] rd_ptr, rd_ptr_gray, rd_ptr_gray2, rd_ptr_binary2;
 logic t_fifo_empty, t_fifo_full;
 always_ff@(posedge wr_clk,posedge reset) begin
  if (reset == 1)
    wr_ptr <= 0;
  else begin
    if (wr_en == 1)
      wr_ptr <= wr_ptr + 1;
  end
 end
 assign wr_ptr_gray =  binary_to_gray(wr_ptr);  
 always_ff@(posedge rd_clk,posedge reset) begin
  if (reset == 1)
    rd_ptr <= 0;
  else begin
    if (rd_en == 1)
      rd_ptr <= rd_ptr + 1;
  end
 end
 assign rd_ptr_gray =  binary_to_gray(rd_ptr);  
 assign t_fifo_empty =  (rd_ptr == wr_ptr_binary2) ? 1 : 0;  
 assign fifo_almost_empty =  t_fifo_empty;  
 assign t_fifo_full  = ((wr_ptr[ADDR_WIDTH] != rd_ptr_binary2[ADDR_WIDTH]) && (wr_ptr[ADDR_WIDTH-1:0] == rd_ptr_binary2[ADDR_WIDTH-1:0])) ? 1 : 0;  
 assign fifo_almost_full =  t_fifo_full;  
 dual_port_ram #(
   .DATA_WIDTH(DATA_WIDTH),
   .ADDR_WIDTH(ADDR_WIDTH)) 
 fifo_memory_inst(
    .wr_clk(wr_clk),
    .reset(reset),
    .wr_en(wr_en && !fifo_full),
    .write_data(data_in),
    .write_addr(wr_ptr),
    .rd_en(rd_en && !fifo_empty),
    .read_addr(rd_ptr),
    .read_data(data_out)
 );
 shift_register #(
  .WIDTH(ADDR_WIDTH), 
  .NUM_OF_STAGES(2)) 
 wr_ptr_synchronizer_inst(
  .clk(rd_clk),
  .reset(reset),
  .d(wr_ptr_gray),
  .q(wr_ptr_gray2)
 );
 assign wr_ptr_binary2 =  gray_to_binary(wr_ptr_gray2);  
 shift_register #(
  .WIDTH(ADDR_WIDTH),
  .NUM_OF_STAGES(2))
  rd_ptr_synchronizer_inst(
    .clk(wr_clk),
    .reset(reset),
    .d(rd_ptr_gray),
    .q(rd_ptr_gray2)
 );
 assign rd_ptr_binary2 =  gray_to_binary(rd_ptr_gray2);  
 shift_register #(
  .WIDTH(1), 
  .NUM_OF_STAGES(1),    
  .RESET_VALUE(1))   
 fifo_empty_inst(
  .clk(rd_clk),
  .reset(reset),
  .d(t_fifo_empty),
  .q(fifo_empty)
 );
 shift_register #(
    .WIDTH(1),
    .NUM_OF_STAGES(1),
    .RESET_VALUE(0))
    fifo_full_inst(
      .clk(wr_clk),
      .reset(reset),
      .d(t_fifo_full),
      .q(fifo_full)
 );
 function automatic [ADDR_WIDTH:0] binary_to_gray(logic [ADDR_WIDTH:0] value);
   begin 
     binary_to_gray[ADDR_WIDTH] = value[ADDR_WIDTH];
     for(int i=ADDR_WIDTH; i>0; i = i - 1)
       binary_to_gray[i-1] = value[i] ^ value[i - 1];
    end
 endfunction
 function logic[ADDR_WIDTH:0] gray_to_binary(logic[ADDR_WIDTH:0] value);
  begin 
     logic[ADDR_WIDTH:0] l_binary_value;
     l_binary_value[ADDR_WIDTH] = value[ADDR_WIDTH];
     for(int i=ADDR_WIDTH; i>0; i = i - 1) begin
      l_binary_value[i-1] = value[i-1] ^ l_binary_value[i];
     end
     gray_to_binary = l_binary_value;
  end
 endfunction
endmodule:async_fifo
module dual_port_ram #(
   parameter DATA_WIDTH=32, parameter ADDR_WIDTH=32)
(
   input logic wr_clk, reset,
   input logic wr_en,
   input logic[DATA_WIDTH-1:0] write_data, 
   input logic[ADDR_WIDTH-1:0] write_addr,
   input logic rd_en, 
   input logic[ADDR_WIDTH-1:0] read_addr,
   output logic[DATA_WIDTH-1:0] read_data);
   logic[DATA_WIDTH-1:0] mem[2**ADDR_WIDTH-1:0];
   always_ff@(posedge wr_clk, posedge reset) begin 
    if(reset) begin
      for(int i=0; i<(2**ADDR_WIDTH); i++) begin
        mem[i] <= 0;
      end 
    end 
    else begin
      if(wr_en) mem[write_addr]  <= write_data; 
    end
   end  
   assign read_data = (rd_en == 1) ? mem[read_addr] : 0;
endmodule:dual_port_ram
module shift_register#(
 parameter integer WIDTH=32, 
 parameter integer NUM_OF_STAGES=2,
 parameter logic[WIDTH-1:0] RESET_VALUE=0) 
(
  input logic clk, reset, 
  input logic [WIDTH-1:0] d,
  output logic [WIDTH-1:0] q
);
 logic[WIDTH-1:0] r[NUM_OF_STAGES-1:0];
 always_ff@(posedge clk, posedge reset) begin
  if(reset == 1) begin
    for(int i=0; i<NUM_OF_STAGES; i++) begin
        r[i] <= RESET_VALUE;
    end 
  end
  else begin
    r[0] <= d;
    for(int i=0; i<(NUM_OF_STAGES-1); i++) begin
      r[i+1] <= r[i];
    end
  end
 end
 assign q = (reset==1) ? RESET_VALUE : r[NUM_OF_STAGES-1];
endmodule: shift_register
[run.sh]
#!/bin/bash
# OpenROAD 26Q1-2900-gdf79404cd8, Yosys 0.63+post, stock flow scripts
make -C /OpenROAD-flow-scripts/flow DESIGN_CONFIG=/design/flow/config.mk WORK_HOME=/design/flow/orfs finish
==> CHANGELOG.md <==
### Physical design

- Result of the run: finished clean
- Cell taking the most area after synthesis: sky130_fd_sc_hd__dfrtp_1
- DR WL/cell: approximately 24 µm
- Critical Path Most Common Cell: sky130_fd_sc_hd__clkdlybuf4s50_1
- Gpl congestion: ~0.77
- Total wire length after detailed routing: roughly 64,000 µm
- Max_slew headroom: a little under half
- Number of violations of the max-capacitance limit: 0
- Setup repair bufs after CTS: 0
- Maximum fanout count along the critical path: 11
- Class of the most critical setup path: input port to output port
- PortBufs: between 70 and 80
- Number of storage elements in the synthesis netlist: approximately 540
- Floorplan Utilization: ~40%
- Vias in the first global route: 16,020
- Cells in synth_stat.txt: approximately 1,800
- Peak supply drop: 258.2 µV
- Per-instance average area after synthesis: roughly 14 µm²
- Setup repair after global routing missed its margin: no
- I/O Pins: 73
- Sum of overflow across all layers after global routing: 0
- Most instantiated cells after synthesis: 539 x sky130_fd_sc_hd__dfrtp_1, 512 x sky130_fd_sc_hd__mux2_2, 105 x sky130_fd_sc_hd__a222oi_1, 89 x sky130_fd_sc_hd__inv_1, 84 x sky130_fd_sc_hd__a22oi_1
- Finished Layout Cells: 2,606
- Detailed-placement wirelength estimate: roughly 32,000 µm
- Path category of the worst min-delay check: flop to flop
- Count of warning messages emitted by the tools: ~43
- Total inserted antenna cells: 0
- Number of cell rows: just under 90
- P_leak: about 12 nW
- Overall die area: between 0.06 and 0.07 mm²
- Critical-path top delay cell: sky130_fd_sc_hd__clkdlybuf4s50_1
- Area of all placed cells without fillers: 0.02751 mm²
- Post-synth EDFFs: 0
- DRC errors left: 0
- Distinct cell type count of the synthesized netlist: ~46
- Type of element launching the critical path: input port
- Cell area reported after detailed placement: between 0.02 and 0.03 mm²
- Clk sinks: 540
- Area leader share: a little under three fifths
- Clock skew: just over 0.03 ns
- Yosys Warn Count: 15
- Most used standard cell by instance count after synthesis: sky130_fd_sc_hd__dfrtp_1
- Critical Path End Type: output port
- Share of synthesized area occupied by flip-flops and latches: between 50% and 60%
- Resized cells post-CTS: 0
- Via count: approximately 15,000
- Cells traversed along the worst timing path: clkdlybuf4s50_1 -> nor2_1 -> and2_1 -> o31ai_1 -> a31oi_1 -> clkdlybuf4s50_1
- Number of antenna violations at the first check in global routing: 1
- Post-synthesis instance area: about 0.024 mm²
- Count of mapped cells out of synthesis: between 1,500 and 2,000
- Slew at the pin with the worst max-slew slack: between 0.8 and 0.9 ns
- Number of hold buffers added after cts: 0
- Number of instances in the placed design: around 2,500
- Setup slack after layout: 1.774 ns
- Die Ht: around 250 µm
- Post-synth top flop: sky130_fd_sc_hd__dfrtp_1
- Number of setup violations in the final report: 0
- Pin count of the biggest net entering global routing: approximately 140
- CP max stage delay: 0.68 ns
- Die width: 247.9 µm
- Power density over cell area: 468.8 mW/mm²
- Global-route wire length before repair: just under 100,000 µm
- Initial DRT Pass Iterations: 7
- Total of fill cells in the finished design: slightly above 5,000
- Remaining number of nets flagged by the antenna check after routing: 0
- Max-slew violation count: 0
- Arrival time at the worst endpoint: between 4 and 5 ns
- Worst path top cell family by delay: buffers and inverters
- WP data required: 5.92 ns
- Area Overhead vs Synth: 13.72%
- Share of flip-flops with an asynchronous set or reset: 100.0%
- Vias per cell: about 5.9
- Area figure in the yosys stat output: 0.02419 mm²
- Ratio of cells with drive above 1 in the final layout: roughly 37%
- Pre-CTS setup slack: 1.812 ns
- Count of buffering cells on the critical path with inverters included: 2
- Biggest area cells: sky130_fd_sc_hd__dfrtp_1 56%, sky130_fd_sc_hd__mux2_2 24%, sky130_fd_sc_hd__a222oi_1 4.3%, sky130_fd_sc_hd__a22oi_1 2.6%, sky130_fd_sc_hd__a22o_1 2.4%
- Area inside the core boundary: about 0.059 mm²
- Clock tree from TritonCTS: done
- GR Util All Layers: 22.24%
- Clock-pin slew of the registers on the worst-case setup and hold paths: ~0.050 ns
- Endpoints failing hold: 0
- Count of routing violations after the opening detailed-route iteration: roughly 1,300
-- worst paths after layout --
| path | to | cells past startpoint | from | slack (ns) |
|---|---|---|---|---|
| worst max-delay path | data_out[17] | 6 | reset | 1.77 |
| worst min-delay path | rd_ptr_synchronizer_inst.r[0][3] | 1 | rd_ptr[4] | 0.17 |
| worst max register to register | fifo_memory_inst.mem[6][20] | 6 | wr_ptr[0] | 4.94 |
| worst min register to register | rd_ptr_synchronizer_inst.r[0][3] | 1 | rd_ptr[4] | 0.17 |
| max in group asynchronous | fifo_memory_inst.mem[15][25] | 6 | reset | 2.69 |
| max in group clk1 | fifo_memory_inst.mem[6][20] | 6 | reset | 3.74 |
| min in group clk0 | wr_ptr_synchronizer_inst.r[1][3] | 0 | wr_ptr_synchronizer_inst.r[0][3] | 0.35 |
| min in group asynchronous | rd_ptr_synchronizer_inst.r[0][1] | 2 | reset | 1.61 |
-- final cells by class --
class / count / area (µm²) / share of cell area (%)
Clock inverter: 21 / 256.5 / 0.9325
Sequential cell: 540 / 13510 / 49.13
Inverter: 89 / 337.8 / 1.228
Clock buffer: 87 / 1722 / 6.259
Tap cell: 773 / 967.2 / 3.516
Multi-Input combinational cell: 988 / 9683 / 35.20
Timing Repair Buffer: 108 / 1026 / 3.730
-- cell usage in the layout, fill, tap and decap left out, types with 3 or more instances in the layout --
cell                              instances
sky130_fd_sc_hd__dfrtp_1                539
sky130_fd_sc_hd__mux2_2                 512
sky130_fd_sc_hd__a222oi_1               105
sky130_fd_sc_hd__inv_1                   88
sky130_fd_sc_hd__a22oi_1                 84
sky130_fd_sc_hd__clkdlybuf4s50_1         71
sky130_fd_sc_hd__a22o_1                  67
sky130_fd_sc_hd__clkbuf_16               59
sky130_fd_sc_hd__buf_4                   34
sky130_fd_sc_hd__nand2_1                 33
sky130_fd_sc_hd__nor3_1                  28
sky130_fd_sc_hd__a311oi_1                26
sky130_fd_sc_hd__nand3_1                 19
sky130_fd_sc_hd__nand2_2                 16
sky130_fd_sc_hd__clkbuf_1                14
sky130_fd_sc_hd__clkbuf_8                14
sky130_fd_sc_hd__ha_1                    10
sky130_fd_sc_hd__clkinv_2                10
sky130_fd_sc_hd__a31oi_1                  9
sky130_fd_sc_hd__a221oi_1                 7
sky130_fd_sc_hd__o31ai_1                  6
sky130_fd_sc_hd__xor2_1                   6
sky130_fd_sc_hd__xnor2_1                  6
sky130_fd_sc_hd__ha_4                     6
sky130_fd_sc_hd__and3_1                   5
sky130_fd_sc_hd__nor2_1                   5
sky130_fd_sc_hd__bufinv_16                5
sky130_fd_sc_hd__and4_1                   4
sky130_fd_sc_hd__clkinvlp_4               4
sky130_fd_sc_hd__nand2b_1                 3
sky130_fd_sc_hd__o21ai_0                  3
sky130_fd_sc_hd__buf_12                   3
-- where the power goes --
group	internal (mW)	switching, mW	leakage, nW
registers	4.37	0.732	6.67
logic	2.30	2.54	4.71
clock network	1.78	1.18	0.970
total	8.44	4.45	12.4
-- metal layers --
metal  track usage, %  wire length, µm  vias to the layer above
li1                 -                -                     6760
met1            34.87            28360                     8036
met2            32.52            28510                      511
met3            5.794             5346                       80
met4            4.529             1339                        2
met5                0               13                        -
-- logic make-up (layout without fill, tap and decap cells) --
logic type	count (synthesis)	count (layout)	synth area share, %
simple gates	125	125	2.607
compound gates	318	318	11.44
buf+inv	260	305	4.645
flops	540	540	55.87
fa+ha+maj	18	18	0.9312
mux	513	513	23.88
xor+xnor	14	14	0.6207
-- registers in the layout, summed over array words and instances (netlist names) --
| register | flops |
|---|---|
| fifo_empty_inst.r | 1 |
| fifo_full_inst.r | 1 |
| fifo_memory_inst.mem | 512 |
| rd_ptr | 5 |
| rd_ptr_synchronizer_inst.r | 8 |
| wr_ptr | 5 |
| wr_ptr_synchronizer_inst.r | 8 |
-- metrics by stage --
step | hold slack (ns) | power [mW] | utilization [%] | TNS (ns)
finish | 0.1735 | 12.89 | 46.34 | 0
floorplan | 0.3312 | 8.426 | - | -890.79
global placement | 0.3343 | 9.805 | 43.01 | 0
detailed placement | 0.3347 | 9.957 | 43.01 | 0
global route | 0.1864 | 13.65 | 46.34 | 0
CTS | 0.1556 | 12.97 | 46.34 | 0
Power is estimated from default activity; no workload was simulated.
